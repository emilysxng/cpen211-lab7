### flow/run.sh
#!/bin/bash
# OpenROAD 26Q1-2900-gdf79404cd8, Yosys 0.63+post, stock flow scripts
make -C /OpenROAD-flow-scripts/flow DESIGN_CONFIG=/design/flow/config.mk WORK_HOME=/design/flow/orfs finish
### flow/constraint.sdc
current_design cpu

set clk_period 12.9
set clk_io_pct 0.2

create_clock -name clk0 -period $clk_period [get_ports {clk}]

set non_clock_inputs [all_inputs -no_clocks]
set_input_delay [expr $clk_period * $clk_io_pct] -clock clk0 $non_clock_inputs
set_output_delay [expr $clk_period * $clk_io_pct] -clock clk0 [all_outputs]
### flow/design.v
module cpu(clk, reset, load, N, V, Z, mem_addr, mem_cmd, read_data, write_data);
    input clk, reset, load;
    input [15:0] read_data;
    output N, V, Z;
    output [1:0] mem_cmd;
    output [8:0] mem_addr;
    output [15:0] write_data;
    reg [15:0] current_instruction, mdata;
    reg [7:0] imm8;
    reg [5:0] imm5;
    reg [15:0] sximm5;
    reg [15:0] sximm8;
    reg [1:0] shift;
    reg [2:0] Rd, Rm, Rn, readnum, writenum, nsel, opcode;
    reg [1:0] ALUop, op;
    wire write, loada, loadb, asel, bsel, loadc, loads, clk, load_ir, addr_sel, reset_pc, loadpc;
    wire [1:0] vsel;
    wire [8:0] PC;
    wire [2:0] ZNV_out;
    wire [8:0] next_pc;
    wire [8:0] data_out;
    always @(posedge clk) begin
        case (load)
            1'b0 : current_instruction = current_instruction;  
            1'b1 : current_instruction <= read_data;  
            default: current_instruction = current_instruction;
        endcase
    end
    always @(*) begin
        opcode = current_instruction[15:13];
        op = current_instruction[12:11];
        Rn = current_instruction[10:8];
        Rd = current_instruction[7:5];
        Rm = current_instruction[2:0];
        shift = current_instruction[4:3];
        imm8 = current_instruction[7:0];
        imm5 = current_instruction[4:0];
        shift = (opcode == 3'b100) ? 2'b00 : shift;  
        case(nsel)
            3'b100: readnum = Rn;
            3'b010: readnum = Rd;
            3'b001: readnum = Rm;
            default: readnum = Rn;
        endcase
        writenum = readnum;
        if (imm8[7] == 1) begin
            sximm8 = {8'b11111111, imm8};
        end else begin
            sximm8 = {8'b00000000, imm8};
        end
        if (imm5[4] == 1) begin
            sximm5 = {11'b11111111111, imm5};
        end else begin
            sximm5 = {11'b00000000000, imm5};
        end
    end
    FSM_controller Controller (clk, reset, opcode, op, nsel, asel, bsel, w, loada, loadb, loadc , load_ir, load_addr, addr_sel, reset_pc, loadpc, mem_cmd, loads, ALUop, vsel, write);
    datapath DP (read_data, PC, write_data, sximm8, sximm5, writenum, readnum, write, loada, loadb, asel, bsel, vsel, loadc, loads, shift, ALUop, ZNV_out, clk);
    assign next_pc = reset_pc ? 9'b0 : (PC+1);
    vDFFE #(9) programCounter (clk, loadpc, next_pc, PC);
    assign mem_addr = addr_sel ? PC : data_out;
    vDFFE #(9) Data_Address (clk, load_addr, write_data[8:0], data_out);
    assign N = ZNV_out[1];
    assign Z = ZNV_out[2];
    assign V = ZNV_out[0];
endmodule: cpu
module FSM_controller (clk, reset, opcode, op, nsel, asel, bsel, w, loada, loadb, loadc , load_ir, load_addr, addr_sel, reset_pc, loadpc, mem_cmd, loads, ALUop, vsel, write);
    input clk, reset;
    input [2:0] opcode;
    input [1:0] op;
    output reg [2:0] nsel;
    output reg asel,bsel,loada,loadb,loadc,write, loads, loadpc, addr_sel, load_ir, reset_pc, load_addr;
    output reg [1:0] vsel, ALUop, mem_cmd;
    output reg w;
    reg [4:0] present_state;
    always_ff @( posedge clk ) begin 
        if (reset) begin
            present_state = 5'b00000;
        end
        case (present_state)
            5'b00000: begin
                present_state = 5'b10000;
                reset_pc = 1'b1;
                load_ir = 1'b0;
                loadpc = 1'b1;  
                addr_sel = 1'b0;  
                loadc = 1'b0;
                loadb = 1'b0;
                loada = 1'b0;
                write = 1'b0;
                loads = 1'b0;
                nsel = 3'b000;
                asel = 1'b0;
                bsel = 1'b0;
            end 
            5'b10000: begin
                addr_sel = 1'b1;
                reset_pc = 1'b0;
                load_ir = 1'b0;
                loadpc = 1'b0;  
                mem_cmd = 2'b10;
                present_state = 5'b11000;
                loadc = 1'b0;
                loadb = 1'b0;
                loada = 1'b0;
                write = 1'b0;
                loads = 1'b0;
                nsel = 3'b000;
                asel = 1'b0;
                bsel = 1'b0;
            end
            5'b11000: begin
                addr_sel = 1'b1;
                load_ir = 1'b1;
                loadpc = 1'b0;  
                mem_cmd = 2'b10;
                loadc = 1'b0;
                loadb = 1'b0;
                loada = 1'b0;
                write = 1'b0;
                loads = 1'b0;
                nsel = 3'b000;
                asel = 1'b0;
                bsel = 1'b0;
                present_state = 5'b11111;
            end
            5'b11111: begin
                addr_sel = 1'b0;
                load_ir = 1'b0;
                loadpc = 1'b1;  
                mem_cmd = 2'b10;
                loadc = 1'b0;
                loadb = 1'b0;
                loada = 1'b0;
                write = 1'b0;
                loads = 1'b0;
                nsel = 3'b000;
                asel = 1'b0;
                bsel = 1'b0;
                present_state = 5'b00001;
            end
            5'b00001: begin
                w = 1'b0;
                if (opcode == 3'b101) begin  
                    if ((op == 2'b00) | (op == 2'b01) | (op == 2'b10)) begin  
                        present_state = 5'b00010;
                    end
                    else if (op == 2'b11) begin  
                        present_state = 5'b00011;
                    end
                end
                else if (opcode == 3'b110) begin  
                    if (op == 2'b00) begin  
                        present_state = 5'b00011;
                    end
                    else if (op == 2'b10) begin  
                        present_state = 5'b00101;
                    end
                end
                else if (opcode == 3'b011) begin  
                    present_state = 5'b00010;
                end
                else if (opcode == 3'b100) begin  
                    present_state = 5'b00010;
                end
                else if (opcode == 3'b111) begin  
                    present_state = 5'b11100;
                end
                addr_sel = 1'b0;
                load_ir = 1'b0;
                loadpc = 1'b0;  
                mem_cmd = 2'b00;
                loadc = 1'b0;
                loadb = 1'b0;
                loada = 1'b0;
                write = 1'b0;
                loads = 1'b0;
                nsel = 3'b000;
                asel = 1'b0;
                bsel = 1'b0;
            end
            5'b11100: begin
                if (reset)
                    present_state = 5'b00000;
                else
                    present_state = 5'b11100;
            end
            5'b00010: begin
                w = 1'b0;
                nsel = 3'b100;
                loada = 1'b1;
                write = 1'b0;
                loadb = 1'b0;
                loadc = 1'b0;
                loads = 1'b0;
                present_state = 5'b00011;
                addr_sel = 1'b0;
                load_ir = 1'b0;
                loadpc = 1'b0;  
            end
            5'b00011: begin
                w = 1'b0;
                if (opcode == 3'b100) begin
                    nsel = 3'b010;
                end
                else begin
                    nsel = 3'b001;
                end
                loada = 1'b0;
                loadb = 1'b1;
                write = 1'b0;
                loadc = 1'b0;
                loads = 1'b0;
                addr_sel = 1'b0;
                load_ir = 1'b0;
                loadpc = 1'b0;  
                bsel = (opcode == 3'b011 | opcode == 3'b100) ? 1'b1 : 1'b0; 
                if (op == 2'b00) begin
                     present_state = 5'b00100;
                end
                else if (op == 2'b01) begin
                    present_state = 5'b00110;
                end
                else if (op == 2'b10) begin
                    present_state = 5'b00111;
                end
                else if (op == 2'b11) begin
                    present_state = 5'b01000;
                end
            end
            5'b00100: begin
                w = 1'b0;
                ALUop = 2'b00;
                loadc = 1'b1;
                loadb = 1'b0;
                write = 1'b0;
                loada = 1'b0;
                loads = 1'b0;
                bsel = 1'b0;
                asel = 1'b0;
                addr_sel = 1'b0;
                load_ir = 1'b0;
                loadpc = 1'b0;  
                if (opcode == 3'b011) begin
                    mem_cmd = 2'b10;
                    load_addr = 1'b1;
                    addr_sel = 1'b0;
                end
                else if (opcode == 3'b100) begin
                    mem_cmd = 2'b01;
                    load_addr = 1'b1;
                    addr_sel = 1'b0;
                end
                if ((opcode == 3'b101) | (opcode == 3'b011)) begin
                    asel = 1'b0;
                end
                else if (opcode == 3'b110) begin
                    asel = 1'b1;
                end
                bsel = 1'b0;
                if (opcode == 3'b100) begin
                    present_state = 5'b11110;
                end
                else begin
                    present_state = 5'b00101;
                end
            end
            5'b00110: begin
                w = 1'b0;
                ALUop = 2'b01;
                loads = 1'b1;
                bsel = 1'b0;
                asel = 1'b0;
                write = 1'b0;
                loadb = 1'b0;
                loadc = 1'b0;
                loada = 1'b0;
                addr_sel = 1'b0;
                load_ir = 1'b0;
                loadpc = 1'b0;  
                present_state = 5'b10000;  
            end
            5'b00111 : begin
                w = 1'b0;
                ALUop = 2'b10;
                loadc = 1'b1;
                loadb = 1'b0;
                asel = 1'b0;
                bsel = 1'b0;
                write = 1'b0;
                loada = 1'b0;
                loads = 1'b0;
                addr_sel = 1'b0;
                load_ir = 1'b0;
                loadpc = 1'b0;  
                present_state = 5'b00101;
            end
            5'b01000 : begin
                w = 1'b0;
                ALUop = 2'b11;
                loadc = 1'b1;
                loada = 1'b0;
                asel = 1'b0;
                bsel = 1'b0;
                write = 1'b0;
                loadb = 1'b0;
                loads = 1'b0;
                addr_sel = 1'b0;
                load_ir = 1'b0;
                loadpc = 1'b0;  
                present_state = 5'b00101;
            end
            5'b11110: begin
                if (opcode == 3'b100) begin
                    nsel = 3'b010;
                end
                else begin
                    nsel = 3'b001;
                end
                bsel = 1'b0;
                asel = 1'b1;
                loada = 1'b1;
                loadb = 1'b1;
                write = 1'b0;
                loadc = 1'b0;
                loads = 1'b0;
                addr_sel = 1'b0;
                load_ir = 1'b0;
                loadpc = 1'b0;  
                load_addr = 1'b0;
                present_state = 5'b10101;
            end
            5'b10101 : begin
                ALUop = 2'b00;
                loadc = 1'b1;
                loadb = 1'b0;
                write = 1'b0;
                loada = 1'b0;
                loads = 1'b0;
                bsel = 1'b0;
                asel = 1'b0;
                addr_sel = 1'b0;
                load_ir = 1'b0;
                loadpc = 1'b0;  
                load_addr = 1'b0;
                asel = 1'b1;
                bsel = 1'b0;
                present_state = 5'b00101;
            end
            5'b00101: begin  
                w = 1'b0;
                if ((op == 2'b11) & (opcode == 3'b101)) begin  
                    nsel = 3'b010;
                    vsel = 2'b11;
                    write = 1'b1;
                    mem_cmd = 2'b00;
                end
                else if ((op == 2'b00) & (opcode == 3'b110)) begin  
                    nsel = 3'b010;
                    vsel = 2'b11;
                    write = 1'b1;
                    mem_cmd = 2'b00;
                end
                else if ((op == 2'b10) & (opcode == 3'b110)) begin  
                    nsel = 3'b100;
                    vsel = 2'b01;
                    write = 1'b1;
                    mem_cmd = 2'b00;
                end
                else if (opcode == 3'b100) begin  
                    mem_cmd = 2'b01;
                    write = 1'b0;
                end
                else if (opcode == 3'b011) begin
                    nsel = 3'b010;
                    vsel = 2'b00;
                    write = 1'b1;
                    mem_cmd = 2'b10;
                end
                else begin  
                    nsel = 3'b010;
                    vsel = 2'b11;
                    write = 1'b1;
                    mem_cmd = 2'b00;
                end
                load_addr = 1'b0;
                loadc = 1'b0;
                loadb = 1'b0;
                loada = 1'b0;
                loads = 1'b0;
                asel = 1'b0;
                bsel = 1'b0;
                addr_sel = 1'b0;
                load_ir = 1'b0;
                loadpc = 1'b0;  
                present_state = 5'b10000;
            end
            default: present_state = present_state;
        endcase
    end
endmodule
module datapath (mdata, PC,datapath_out, sximm8, sximm5, writenum, readnum, write, loada, loadb, asel, bsel, vsel, loadc, loads, shift, ALUop, ZNV_out, clk);
    input [15:0] mdata;
    input [8:0] PC;
    output [15:0] datapath_out;
    input [2:0] writenum, readnum;
    input write, loada, loadb, asel, bsel, loadc, loads, clk;
    input [1:0] vsel;
    input [1:0] shift, ALUop;
    input [15:0] sximm8, sximm5;
    output [2:0] ZNV_out;
    wire [15:0] data_in;
    wire [15:0] data_out;
    wire [15:0] fromA ;
    wire [15:0] fromB;
    wire [15:0] fromShift;
    wire [15:0] Ain;
    wire [15:0] Bin;
    wire [15:0] toC;
    wire [2:0]  ZNV;
    assign data_in = vsel[1] ? (vsel[0] ? datapath_out : {8'b0, PC}) : (vsel[0] ? sximm8 : mdata);
    regfile REGFILE (data_in,writenum,write,readnum,clk,data_out);
    vDFFE #(16) registerA (clk,loada,data_out,fromA);
    assign Ain = asel ? 16'b0 : fromA;
    vDFFE #(16) registerB (clk,loadb,data_out,fromB);
    shifter Shift (fromB, shift, fromShift);
    assign Bin = bsel ? sximm5 :fromShift ;
    ALU Arithmetic(Ain, Bin, ALUop, toC, ZNV);
    vDFFE #(16) registerC (clk,loadc,toC,datapath_out);
    vDFFE #(3) status (clk,loads,ZNV,ZNV_out);
endmodule: datapath
module vDFFE(clk, en, in, out) ;
  parameter n = 1;   
  input clk, en ;
  input  [n-1:0] in ;
  output [n-1:0] out ;
  reg    [n-1:0] out ;
  wire   [n-1:0] next_out ;
  assign next_out = en ? in : out;
  always @(posedge clk)
    out = next_out;
endmodule
module Decoder (in, out);
    input [2:0] in;
    output reg [7:0] out;
    always @(in) begin
        out = 8'b00000000;   
        case (in)
            3'b000: out[0] = 1'b1;
            3'b001: out[1] = 1'b1;
            3'b010: out[2] = 1'b1;
            3'b011: out[3] = 1'b1;
            3'b100: out[4] = 1'b1;
            3'b101: out[5] = 1'b1;
            3'b110: out[6] = 1'b1;
            3'b111: out[7] = 1'b1;
            default: out = 8'b00000000;
        endcase
    end
endmodule
module regfile(data_in,writenum,write,readnum,clk,data_out);
    input [15:0] data_in;
    input [2:0] writenum;
    input [2:0] readnum;
    input write;
    input clk;
    output reg [15:0] data_out;
    reg [15:0] outdata;
    wire [7:0] oneHotWriting;
    wire [7:0] oneHotReading;
    wire [15:0] R0;
    wire [15:0] R1;
    wire [15:0] R2;
    wire [15:0] R3;
    wire [15:0] R4;
    wire [15:0] R5;
    wire [15:0] R6;
    wire [15:0] R7;
    Decoder writing (writenum,oneHotWriting);
    Decoder reading (readnum,oneHotReading);
    vDFFE #(16) r0 (clk, (oneHotWriting[0]&write), data_in, R0);
    vDFFE #(16) r1 (clk, (oneHotWriting[1]&write), data_in, R1);
    vDFFE #(16) r2 (clk, (oneHotWriting[2]&write), data_in, R2);
    vDFFE #(16) r3 (clk, (oneHotWriting[3]&write), data_in, R3);
    vDFFE #(16) r4 (clk, (oneHotWriting[4]&write), data_in, R4);
    vDFFE #(16) r5 (clk, (oneHotWriting[5]&write), data_in, R5);
    vDFFE #(16) r6 (clk, (oneHotWriting[6]&write), data_in, R6);
    vDFFE #(16) r7 (clk, (oneHotWriting[7]&write), data_in, R7);
    always@(*) begin
        case (oneHotReading)
            8'b00000001: outdata = R0;
            8'b00000010: outdata = R1;
            8'b00000100: outdata = R2;
            8'b00001000: outdata = R3;
            8'b00010000: outdata = R4;
            8'b00100000: outdata = R5;
            8'b01000000: outdata = R6;
            8'b10000000: outdata = R7;
            default: outdata = 16'bxxxxxxxxxxxxxxxx;
        endcase
        data_out = outdata;
    end
endmodule
module ALU(Ain, Bin, ALUop, out, ZNV);
    input [15:0] Ain, Bin;
    input [1:0] ALUop;
    output reg [15:0] out;
    output reg [2:0] ZNV;
    wire [15:0] UnAin;
    wire [15:0] UnBin;
    always @ (*) begin
        case (ALUop)
            2'b00: begin
                out = Ain + Bin;
                ZNV[2] = (out == 16'b0) ? 1'b1 : 1'b0;
                ZNV[1] = (out[15] == 1'b1) ? 1'b1 : 1'b0;
            end 
            2'b01: begin
                out = Ain - Bin;
                ZNV[2] = (out == 16'b0) ? 1'b1 : 1'b0;
                ZNV[1] = (out[15] == 1'b1) ? 1'b1 : 1'b0;
            end 
            2'b10: begin
                out = Ain & Bin;
                ZNV[2] = (out == 16'b0) ? 1'b1 : 1'b0;
                ZNV[1] = (out[15] == 1'b1) ? 1'b1 : 1'b0;
            end
            2'b11: begin
                out = ~Bin;
                ZNV[2] = (out == 16'b0) ? 1'b1 : 1'b0;
                ZNV[1] = (out[15] == 1'b1) ? 1'b1 : 1'b0;
            end 
            default: begin
                out = 16'b0;
                ZNV[2] = 1'b0;
                ZNV[1] = 1'b0;
            end
        endcase
        ZNV[0] = (((Ain[15] == 0) && (Bin[15] == 1) && (out[15] == 1)) || 
                  ((Ain[15] == 1) && (Bin[15] == 0) && (out[15] == 0)));
    end
endmodule: ALU
module shifter(in, shift, sout);
    input [15:0] in;
    input [1:0] shift;
    output reg [15:0] sout;
    always @* begin
        case (shift)
            2'b00: sout = in;
            2'b01: sout = in << 1;
            2'b10: sout = in >> 1;
            2'b11: sout = {in[15], in[15:1]};
            default: sout = in;
        endcase
    end
endmodule: shifter
### flow/config.mk
export PLATFORM = sky130hd
export DESIGN_NAME = cpu
export DESIGN_NICKNAME = cpu
export VERILOG_FILES = /design/flow/design.v
export SDC_FILE = /design/flow/constraint.sdc
export NUM_CORES = 4
export LEC_CHECK = 1
export CORE_UTILIZATION = 50
==> out/metrics.cfg <==
[clock_tree]
post-cts-setup-buffer-count = 0
cts_buffers = 27
cts_tree = done
clk_pin_slew_ns = 0.06
clock-sinks = 252
clk_latency_ns = 0.56
root_buffer = clkbuf_16
holdBufCountCts = 0
cts_htree_levels = 1
clockBufferDepth = 3
cts.repair.resized = 0

[global_routing]
antenna_found_initial = 0
grt_pass1_vias = 10920
grt_pass1_wl_mm = 63.70
grt_usage_pct = 32.11
grt_start_max_net_pins = 49
gr-total-overflow = 0

[setup_path]
critPathArrivalTime_ns = 6.22
r2r_setup_slack_ns = 6.97
cp-start-kind = register
critPathBufInv = 1
cp.depth = 17
reg2reg_depth = 17
crit_fanout = 14
cpLargestDelayFamily = AND-OR/OR-AND gates
worstPathCellList = or3b_1 > o22ai_1 > a211oi_1 > a21oi_1 > inv_1 > ha_1 > a21oi_1 > maj3_1 > a31o_2 > maj3_1 > a211oi_1 > o21ai_0 > a211oi_1 > nor4b_1 > nor3b_1 > o32ai_2 > mux2_1
crit_slowest_cell = or3b_1
worst_path_most_repeated_cell = a211oi_1
crit_path_end_kind = register
required_ns = 13.19
max_stage_delay_ns = 0.70
critical_path_class = register to register

[place]
portBuffers = 48
hpwlAfterDp_mm = 29.31
place.gp.congestion = 0.9707

[timing]
relSlewSlack_pct = 40.65
finalSetupViolCount = 0
finalHoldViolations = 0
skew_ns = 0.01525
tightest_slew_ns = 0.8787
final.min_clock_period_ns = 5.927
drv_slew = 0
rsz0062_at_grt = false
max_freq_ghz = 0.1687
finalCritPeriodShare_pct = 45.94
setup_tns_ns = 0

[yosys]
syn_avg_cell_area_um2 = 10.43
yosys_area_um2 = 13830
ys.warnings.count = 11
yosys_cells = 1326
aoi_share_pct = 19.09
adder_share_pct = 3.023
ys_sh_simple_pct = 16.71
syn_area_um2 = 13830
mux_share_pct = 2.787
synth_top_flop_cell = edfxtp_1
synth.distinct_cells = 86
syn_inst = 1326
ys_seq_share_pct = 53.00
yosys_register_bits = 252
topCombFamilyByArea = AND-OR/OR-AND gates
ys_sh_xor_pct = 2.154
postSynth.asyncResetShare_pct = 0
edf_count = 228

[layout]
drive_gt1_share_pct = 8.886
num-fill-cells = 2252
final_cell_mix = 228 x edfxtp_1, 182 x nand2_1, 102 x nor2_1, 75 x a21oi_1, 73 x o21ai_0
layout.cells.most_common = edfxtp_1
area.growth.synth_to_final_pct = 12.61

[routing]
vias_per_cell = 6.373
antennaDiodeCount = 0
route.detailed.drc = 0
first_pass_iters = 6
totalWireLength_mm = 40.85
drt-initial-drc-count = 1029
vias = 10920
ant_nets = 0
routedWlPerCell_um = 23.83

[power_and_ir_drop]
p_leak_nw = 5.554
power_mw = 3.475
ir_drop_mv = 0.1449
power.density_nw_per_um2 = 223.2

[die]
die_y_um = 168.3
core_um2 = 27030
die_w_um = 168.3
chipArea_um2 = 28320
rows = 60
io_pins = 49
fp_util_pct = 51.16

[worst_hold_path]
hp-class = register to register
min_path_cells = 2

[job]
maxCapViolCount = 0
tool_warnings = 40

[outcome]
status = complete, no violations

## report_power, final
group	leakage [nW]	switching, mW	internal, mW	total, mW
Sequential	2.33	0.164	1.10	1.26
Clock	0.418	0.311	0.452	0.763
Combinational	2.81	0.875	0.575	1.45
Total	5.55	1.35	2.13	3.48
## cell usage after synthesis (6+ instances only)
cell      number  area, µm²
edfxtp_1     228       6847
nand2_1      182      683.2
nor2_1       102      382.9
a21oi_1       78      390.4
o21ai_0       73      365.4
clkbuf_1      60      225.2
nand3_1       53      265.3
nor3_1        34      170.2
inv_1         29      108.9
ha_1          27      337.8
xnor2_1       25      219.0
dfxtp_1       24      480.5
nand2b_1      21      131.4
nor2b_1       21      131.4
a31oi_1       20      125.1
a21o_1        19      142.6
a211oi_1      14      105.1
a22o_1        14      122.6
buf_1         14      52.55
o22ai_1       13      81.33
o31ai_1       12      90.09
a22oi_1       11      82.58
and3_1        11      68.82
nand4_1       11      68.82
o211ai_1      11      82.58
nor4_1        10      62.56
mux2_2         9      101.4
mux4_2         9      202.7
xor2_1         9      78.83
a311oi_1       8      70.07
buf_2          8      40.04
nand3b_1       8      60.06
o21bai_1       8      60.06
o221ai_1       8      70.07
o22a_1         8      70.07
or2_2          8      50.05
mux2i_1        7      70.07
a221oi_1       6      52.55
a222oi_1       6      60.06
## worst min-delay path: stages, from the launching register on
cell,delay [ns]
dfxtp_1,0.30
nand2_1,0.05
nand2_1,0.04
## final timing paths
path | from | end
worst min-delay path | Controller.present_state[6]$_DFF_P_ | Controller.present_state[6]$_DFF_P_
worst min register to register | Controller.present_state[6]$_DFF_P_ | Controller.present_state[6]$_DFF_P_
worst max-delay path | current_instruction[14]$_DFFE_PP_ | DP.status.out[0]$_DFFE_PP_
worst max register to register | current_instruction[14]$_DFFE_PP_ | DP.status.out[0]$_DFFE_PP_
## cells by family after synthesis
logic type | Yosys count
and+or+nand+nor | 491
AOI/OAI and AO/OA | 376
DFF | 252
buffers and inverters | 114
xor gates and xnor gates | 34
adders and majority gates | 33
muxes | 26
## through the flow
stage / hold slack, ns / util, % / area [µm²] / std cells / worst slack [ns]
after floorplan: 0.4147 / - / 13830 / 1326 / 7.677
after global placement: 0.4279 / 54.42 / 14710 / 1666 / 7.274
after detailed placement: 0.4341 / 54.42 / 14710 / 1666 / 7.182
after CTS: 0.4435 / 57.61 / 15570 / 1714 / 7.113
after global routing: 0.4531 / 57.61 / 15570 / 1714 / 6.573
final: 0.4408 / 57.61 / 15570 / 1714 / 6.973
## area by class of cell
| cell class | count | area (µm²) | area share (%) |
|---|---|---|---|
| clock buffer | 39 | 730.7 | 4.693 |
| clock inverter | 9 | 131.4 | 0.8438 |
| inverter | 30 | 112.6 | 0.7233 |
| multi-input combinational | 960 | 6097 | 39.16 |
| sequential | 252 | 7327 | 47.06 |
| tap | 341 | 426.7 | 2.740 |
| timing repair buffer | 83 | 743.2 | 4.774 |
## per-layer routing
layer,GRT usage [%],wire (µm)
met5,0,0
met1,48.86,16980
met3,12.38,4316
met4,9.684,1447
met2,45.91,18100
No activity file was given, so power comes from the tool's default toggle rates.
